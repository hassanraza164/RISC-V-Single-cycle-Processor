==> design.v <==
`timescale 1ns / 1ps
module main(rst, clk, alu_z, Anode_Activate, LED_out);
input rst, clk;						 
output alu_z;						 
output reg[7:0] Anode_Activate;		 
output reg [6:0] LED_out;			 
reg [31:0] counter ;		 
reg toggle;			 
always @(posedge clk)
    begin
            if (!rst)begin
            if(counter>=100000) begin  
                 counter <= 0;
				 toggle = ~toggle; end
            else begin
                counter <= counter + 1;
				end
			end
			else begin
			     toggle<=0;
			     counter<=0;
			     end
    end 
    always @(*)
    begin
        case(toggle)
        1'b0: begin
            Anode_Activate = 8'b01111111; 
              end
        1'b1: begin
            Anode_Activate = 8'b10111111; 
               end
        endcase
    end
wire [31:0] result;
    always @(*)
    begin
	if (toggle) begin
        case(result)				 
        32'b0000: LED_out = 7'b0000001;  
        32'b0001: LED_out = 7'b1001111;  
        32'b0010: LED_out = 7'b0010010;  
        32'b0011: LED_out = 7'b0000110;  
        32'b0100: LED_out = 7'b1001100;  
        32'b0101: LED_out = 7'b0100100;  
        32'b0110: LED_out = 7'b0100000;  
        32'b0111: LED_out = 7'b0001111;  
        32'b1000: LED_out = 7'b0000000;  
        32'b1001: LED_out = 7'b0000100;  
		32'b1010: LED_out = 7'b0001000;  
        32'b1011: LED_out = 7'b1100000;  
        32'b1100: LED_out = 7'b0110001;  
        32'b1101: LED_out = 7'b1000010;  
        32'b1110: LED_out = 7'b0110000;  
        32'b1111: LED_out = 7'b0111000;  
        default: LED_out = 7'b0000001;  
        endcase
		end
        if(!toggle) begin	
        case(result[7:4])			 
        4'b0000: LED_out = 7'b0000001;  
        4'b0001: LED_out = 7'b1001111;  
        4'b0010: LED_out = 7'b0010010;  
        4'b0011: LED_out = 7'b0000110;  
        4'b0100: LED_out = 7'b1001100;  
        4'b0101: LED_out = 7'b0100100;  
        4'b0110: LED_out = 7'b0100000;  
        4'b0111: LED_out = 7'b0001111;  
        4'b1000: LED_out = 7'b0000000;  
        4'b1001: LED_out = 7'b0000100;  
		4'b1010: LED_out = 7'b0001000;  
        4'b1011: LED_out = 7'b1100000;  
        4'b1100: LED_out = 7'b0110001;  
        4'b1101: LED_out = 7'b1000010;  
        4'b1110: LED_out = 7'b0110000;  
        4'b1111: LED_out = 7'b0111000;  
        default: LED_out = 7'b0000001;  
        endcase
    end
end
	wire [31:0] pc_next ,pc_target,pc_plus4, instruction ;
    reg [31:0] pc;
	wire [31:0] RD1,RD2, SrcB, ALUResult;
    wire  ALU_Src, carry, MemWrite, Regwrite, PC_Src,zero;
    wire [1:0] Imm_Src, Result_Src;
    wire [31:0] ImmExt, ReadData, Result, instr;
    wire [3:0] ALUControl;
	initial   
    pc = 32'h0; 
    always @ (posedge clk) begin  
        if(rst)
        pc = 32'h0;
        else
        pc <= pc_next;     
    end
    Instruction_Memory IM(.pc(pc),.instruction(instruction));  
    Control_Unit CU( .op(instruction[6:0]),.funct3(instruction[14:12]),.funct7(instruction[30]),.zero(zero),.PC_Src(PC_Src),.Result_Src(Result_Src),.MemWrite(MemWrite),.ALU_Src(ALU_Src),.RegWrite(Regwrite),.ALUControl(ALUControl),.Imm_Src(Imm_Src));        
    register_file R_F(.Port_A(RD1),.Port_B(RD2),.Din(Result), .Addr_A(instruction[19:15]), .Addr_B(instruction[24:20]), .Addr_Wr(instruction[11:7]),.wr(Regwrite),.Hard_wired(result), .clk(clk));  
    extend Ext(.instr(instruction[31:7]),.immsrc(Imm_Src),.immext(ImmExt));  
    mux2x1 mux1(.a(ImmExt),.b(RD2),.sel(ALU_Src),.o(SrcB));  
    alu ALU(.A(RD1),.B(SrcB),.ALU_Sel(ALUControl),.ALU_Out(ALUResult),.CarryOut(carry),.ZeroOut(zero));
    Data_Memory D_M(.Data_Out(ReadData),.Data_In(RD2),.D_Addr(ALUResult),.wr(MemWrite),.clk(clk) );
    adder add1(.a(pc),.b(32'd4),.y(pc_plus4));
    adder add2(.a(pc),.b(ImmExt),.y(pc_target)); 
    mux3x1 result_mux(.a(ALUResult),.b(ReadData),.c(pc_plus4),.sel(Result_Src),.o(Result));
    mux2x1 mux2(.a(pc_target),.b(pc_plus4),.sel(PC_Src),.o(pc_next));
endmodule
module Instruction_Memory (input [31:0] pc,output reg [31:0] instruction);
    always @ (*) begin
    case(pc)                 
        32'h0000: instruction = 32'b00000000110000000000010000010011; 
        32'h0004: instruction = 32'b00000000100100000000010010010011; 
    32'h0008: instruction = 32'h00940c63; 
    32'h000c: instruction =  32'h00944663; 
    32'h0010: instruction = 32'h40940433; 
    32'h0014: instruction = 32'hff5ff06f; 
    32'h0018: instruction = 32'h408484b3; 
    32'h001c: instruction = 32'hfedff06f; 
    32'h0020: instruction = 32'h0000006f; 
    endcase
    end
endmodule
module Data_Memory(output reg [31:0] Data_Out, input [31:0] Data_In, input [31:0] D_Addr, input wr, input clk );
		reg [31:0] Mem [255:0];			 
	always @(*) begin
	Data_Out = Mem[D_Addr];  
	end
	always @(posedge clk) begin  
	if (wr)
	Mem[D_Addr] = Data_In;
	end
endmodule
module register_file(Port_A, Port_B, Din, Addr_A, Addr_B, Addr_Wr, wr,Hard_wired, clk); 
			output reg [31:0] Port_A, Port_B;			 
			input [31:0] Din;						 
			input [4:0] Addr_A, Addr_B, Addr_Wr;	 
			input wr, clk;	
			output reg [31:0] Hard_wired;						 
			reg [31:0] Reg_File [31:0];				 
	always @ (*) begin   
	Reg_File[0] = 32'd0;
	Port_A = Reg_File[Addr_A];
	Port_B = Reg_File[Addr_B];
	Hard_wired = Reg_File[8];
	end
	always @(posedge clk) begin  
	if(wr)
	   Reg_File[Addr_Wr] = Din;
	end
endmodule
module Control_Unit(input [6:0] op,
                    input [2:0] funct3,
                    input funct7,
                    input zero,
                    output  PC_Src,
                    output reg MemWrite,
                    output reg ALU_Src,
                    output reg RegWrite,
                    output reg [3:0] ALUControl,
                    output reg [1:0] Imm_Src,
                    output reg [1:0] Result_Src);			
	reg jump, branch;
	reg [1:0] ALUOP;
	always @(*)
	begin 
	 case (op)
	 7'b0000011:  
	       begin
	           RegWrite   = 1'b1;
	           Imm_Src    = 2'b00;
	           ALU_Src    = 1'b1;
	           MemWrite   = 1'b0;
	           Result_Src = 2'b01;
	           branch     = 1'b0;
	           ALUOP      = 2'b00;
	           jump       = 1'b0;
	           end
      7'b0100011:  
              begin
              RegWrite   = 1'b0;
              Imm_Src    = 2'b01;
              ALU_Src    = 1'b1;
              MemWrite   = 1'b1;
              Result_Src = 2'bxx;
              branch     = 1'b0;
              ALUOP      = 2'b00;
              jump       = 1'b0;
               end  
      7'b0110011:  
              begin
               RegWrite   = 1'b1;
               Imm_Src    = 2'bxx;
               ALU_Src    = 1'b0;
               MemWrite   = 1'b0;
               Result_Src = 2'b00;
               branch     = 1'b0;
               ALUOP      = 2'b10;
               jump       = 1'b0;
                        end
        7'b1100011:  
               begin
               RegWrite   = 1'b0;
               Imm_Src    = 2'b10;
               ALU_Src    = 1'b0;
               MemWrite   = 1'b0;
               Result_Src = 2'bxx;
               branch     = 1'b1;
               ALUOP      = 2'b01;
               jump       = 1'b0;
                              end
   7'b1010101:  
             begin
               RegWrite   = 1'b0;
               Imm_Src    = 2'b10;
               ALU_Src    = 1'b0;
               MemWrite   = 1'b0;
               Result_Src = 2'bxx;
               branch     = 1'b1;
               ALUOP      = 2'b01;
               jump       = 1'b0;
               end                            
	     	 7'b0010011:  
                 begin
                 RegWrite   = 1'b1;
                 Imm_Src    = 2'b00;
                 ALU_Src    = 1'b1;
                 MemWrite   = 1'b0;
                 Result_Src = 2'b00;
                 branch     = 1'b0;
                 ALUOP      = 2'b10;
                 jump       = 1'b0;
                              end
 7'b1101111:  
                  begin
                  RegWrite   = 1'b1;
                  Imm_Src    = 2'b11;
                  ALU_Src    = 1'bx;
                 MemWrite   = 1'b0;
                  Result_Src = 2'b10;
                  branch     = 1'b0;
                  ALUOP      = 2'bxx;
                 jump       = 1'b1;
                 end
 default:  
                                  begin
              RegWrite   = 1'bx;
              Imm_Src    = 2'bxx;
              ALU_Src    = 1'bx;
               MemWrite   = 1'bx;
              Result_Src = 2'bxx;
                branch     = 1'bx;
               ALUOP      = 2'bxx;
             jump       = 1'bx;   
	           end
	 endcase
	 case (ALUOP)
	 2'b00: ALUControl = 4'b0000;
	 2'b01:
	   begin
	   case (funct3)
	   3'b000:  ALUControl = 4'b0001;  
	   3'b100:  ALUControl = 4'b1110;  
	   endcase
       end
	 2'b10: begin
	   case ({funct3,funct7})
	         {3'b000,1'b0}:  ALUControl = 4'b0000;
	         {3'b000,1'b1}:  ALUControl = 4'b0001;
	         {3'b001,1'b0}:  ALUControl = 4'b0001;
	         {3'b001,1'b1}:  ALUControl = 4'b0001;
	         {3'b010,1'b0}:  ALUControl = 4'b0001;
	         {3'b010,1'b1}:  ALUControl = 4'b0001;
	         {3'b011,1'b0}:  ALUControl = 4'b0001;
	         {3'b011,1'b1}:  ALUControl = 4'b0001;
	         {3'b100,1'b1}:  ALUControl = 4'b0001;
	         {3'b101,1'b0}:  ALUControl = 4'b0001;
	         {3'b101,1'b1}:  ALUControl = 4'b0001;
	         {3'b110,1'b0}:  ALUControl = 4'b0001;
	         {3'b110,1'b1}:  ALUControl = 4'b0001;
	         {3'b111,1'b0}:  ALUControl = 4'b0001;
	         {3'b111,1'b1}:  ALUControl = 4'b0001;
	    endcase
	    end
	    default: ALUControl = 4'bxxxx;
	    endcase
	    end
	wire temp;
	and (temp, branch, zero);
	or (PC_Src, jump, temp);
endmodule
module mux2x1(output  [31:0]o,		 
					input[31:0]a,b,		 
					input sel			 
			);
	assign o = sel ? a : b;
endmodule
module mux3x1(output [31:0]o,		 
					input[31:0]a,b,c,	 
					input [1:0] sel			 
			);
	assign o = sel[1] ? c: (sel[0] ? b : a);
endmodule
module adder(input [31:0] a,b,output [31:0] y);
         assign y = a+b;    
endmodule 
module alu(
           input [31:0] A,B,   
           input [3:0] ALU_Sel, 
           output [31:0] ALU_Out,  
           output CarryOut,  
		   output ZeroOut	 
		   );
    reg [31:0] ALU_Result;
    wire [32:0] tmp;
    assign ALU_Out = ALU_Result;  
    assign tmp = {1'b0,A} + {1'b0,B};
    assign CarryOut = tmp[32];  
	assign ZeroOut = (ALU_Result == 0);  
    always @(*)
    begin
        case(ALU_Sel)
        4'b0000:  
           ALU_Result = A + B ;
        4'b0001:  
           ALU_Result = A - B ;
        4'b0010:  
           ALU_Result = A * B;
        4'b0011:  
           ALU_Result = A/B;
        4'b0100:  
           ALU_Result = A<<B;
         4'b0101:  
           ALU_Result = A>>B;
         4'b0110:  
           ALU_Result = {A[30:0],A[31]};
         4'b0111:  
           ALU_Result = {A[0],A[31:1]};
          4'b1000:  
           ALU_Result = A & B;
          4'b1001:  
           ALU_Result = A | B;
          4'b1010:  
           ALU_Result = A ^ B;
          4'b1011:  
           ALU_Result = ~(A | B);
          4'b1100:  
           ALU_Result = ~(A & B);
          4'b1101:  
           ALU_Result = ~(A ^ B);
          4'b1110:  
           ALU_Result = (A<B)?32'd0:32'd1 ;
          4'b1111:  
            ALU_Result = (A==B)?32'd1:32'd0 ;
          default: ALU_Result = A + B ;
        endcase
    end
endmodule
module extend(input  		[31:7] instr,
              input  		[1:0]  immsrc,
              output reg 	[31:0] immext);
    always @(*) 
    case(immsrc)
    2'b00:     immext = {{20{instr[31]}}, instr[31:20]};
    2'b01:     immext = {{20{instr[31]}}, instr[31:25], instr[11:7]};
    2'b10:      immext = {{20{instr[31]}}, instr[7],  instr[30:25], instr[11:8], 1'b0};                           
	2'b11:      immext = {{12{instr[31]}}, instr[19:12],  instr[20], instr[30:21], 1'b0};
	default: 	immext = 32'bx;  
    endcase
endmodule
==> run.sh <==
#!/bin/bash
# OpenROAD 26Q1-2900-gdf79404cd8, Yosys 0.63+post, stock flow scripts
make -C /OpenROAD-flow-scripts/flow DESIGN_CONFIG=/design/flow/config.mk WORK_HOME=/design/flow/orfs finish
==> config.mk <==
export PLATFORM = sky130hd
export DESIGN_NAME = main
export DESIGN_NICKNAME = main
export VERILOG_FILES = /design/flow/design.v
export SDC_FILE = /design/flow/constraint.sdc
export NUM_CORES = 4
export LEC_CHECK = 1
export CORE_UTILIZATION = 50
export SYNTH_MEMORY_MAX_BITS = 65536
==> constraint.sdc <==
current_design main

set clk_period 197.8
set clk_io_pct 0.2

create_clock -name clk0 -period $clk_period [get_ports {clk}]

set non_clock_inputs [all_inputs -no_clocks]
set_input_delay [expr $clk_period * $clk_io_pct] -clock clk0 $non_clock_inputs
set_output_delay [expr $clk_period * $clk_io_pct] -clock clk0 [all_outputs]
==> reports/metrics.cfg <==
[setup_path]
crit_type = flip-flop to primary output
cp_cell_sequence = clkinv_1, nor4_1, nand4_1, nor2_1, a22o_1, clkdlybuf4s50_1
crit_slowest_cell = nor2_1
cp_max_fo = 9
cp_data_required_time_ns = 158.24
endpoint_kind = primary output
cp.buffers_inverters = 2
cp.arrival_ns = 4.02
startpoint_type = flip-flop
worst_path_dominant_cell_family = simple AND/OR/NAND/NOR gates
slowest_delay_ns = 0.48

[cts]
ctsHoldBuffers = 0
htree_num_levels = 6
cts_setup_buffers = 0
clk_pin_slew_ns = 0.06
clock_latency_ns = 1.25
cts_tree = done
cts_resized = 0
cts_made_buffers = 880
root_buffer = clkbuf_16
clock_path_buffers = 4

[layout]
final_util_pct = 56.99
layout-drive-gt1-share_pct = 11.78
area_growth_pct = 13.33
fillers = 53420

[synthesis]
synth_area_per_cell_um2 = 13.33
ys_top_cells_by_area = edfxtp_1, nand2_1, nand3_1
synth_warnings = 9
synth_area_um2 = 354200
synth.distinct_cells = 95
ys_cells = 26578
ff_type = edfxtp_1
syn_inst = 26578
yosys_area_um2 = 354200
async_reset_ff_share_pct = 0
yosysTopAreaCell = edfxtp_1
top_area_share_pct = 73.79
edf_count = 8704
top_cell = edfxtp_1
synth_flops = 8802
top_cells_by_count = edfxtp_1, nand2_1, nand3_1

[global_route]
grt_pass1_vias = 234465
overflow = 0
grt_max_degree = 124
grt_first_pass_wirelength_um = 1751000
gr-usage-all-layers_pct = 38.97
antenna_found_initial = 136

[final_timing]
tns_ns = 0
max_slew.worst_pin.slew_ns = 1.581
fin_skew_ns = 0.09204
slew_violations = 3
period_needed_ns = 43.58
finalHoldViolCount = 0
timing.fmax_ghz = 0.02294
setup_viol = 0
rsz0062_at_grt = false
untimed_endpoints = 499
fin_crit_sh_pct = 22.03
timing.slew.headroom_pct = -6.543
fin_ws_ns = 154.22
unclocked_pins = 19

[detailed_routing]
wire_per_inst_um = 33.61
wl_met1_um = 376400
remaining_drc_errors = 0
detailroute.via_count = 231989
drt_first_iter_violations = 18388
wl_met2_um = 526300
route.met3.wl_um = 255500
ant_nets = 1
firstDrtPassIters = 6
post_drt_via_cell_ratio = 6.222
topRoutingLayerUsed = met5
finalWirelength_um = 1253000

[place]
gp_congestion = 1.046
pre_cts_slack_ns = 155.50
dp_hpwl_um = 750700
io_buffers = 10

[die]
chip_area_um2 = 711800
core_um2 = 704500
initCoreUtil_pct = 50.28
fp.dieW_um = 843.7
fp-row-count = 308
die_height_um = 843.7
ioPinCount = 18

[power]
p_seq_share_pct = 40.8
pwr-share-clk_pct = 30.8
p_comb_share_pct = 28.4
p_per_area_nw_per_um2 = 13.18
p_leak_nw = 136.4
vdd_ir_drop_max_mv = 0.01043
p_int_w = 0.003415
switchingPower_w = 0.001874
switching_share_pct = 35.44

[hold_path]
hp-class = flip-flop to flip-flop

[job]
warning_count = 143
cap_violations = 1

[run_status]
violations = antenna rules, capacitance limit, slew limit
run_status = finished with violations

## tightest hold or removal path, delay by kind of cell (launching register included)
family,cells,cell delay [ns]
flops,1,0.33
simple gates,1,0.09
compound gates,1,0.04
## sequential cells by signal (all words and copies together), names as in the netlist, named ones only
name	count
pc	32
toggle	1
R_F.Reg_File	512
D_M.Mem	8192
CU.ALUControl	2
counter	32
IM.instruction	17
## final cells by class
type                            count  area (um^2)  share of cell area (%)
Clock buffer                     1102        23050                   5.741
Inverter                          146        548.0                  0.1365
Clock inverter                    526         4935                   1.229
Tap cell                         9300        11640                   2.899
Multi-Input combinational cell  15758        86470                   21.54
Sequential cell                  8802       263300                   65.58
Antenna cell                      228        570.5                  0.1421
Timing Repair Buffer             1426        10990                   2.737
## power by group through the flow
stage	logic [W]	clock network, W	registers (W)
global route	0.00157	0.00171	0.00216
finish	0.00150	0.00163	0.00216
CTS	0.00145	0.00164	0.00216
## worst paths after layout
check	end	from	slack, ns	depth (start not counted)
worst max-delay path	LED_out[1]	toggle	154.22	6
worst min-delay path	counter[16]	counter[16]	0.50	2
worst max register to register	flip-flop	R_F.Reg_File[12][5]	184.86	37
worst min register to register	counter[16]	counter[16]	0.50	2
## cell usage in the layout (no fill, tap or decap), types with 59 or more instances in the layout
cell,synthesis,layout
clkbuf_16,0,888
nor3_1,326,227
buf_4,41,1395
diode_2,0,228
mux4_2,59,59
edfxtp_1,8704,8704
dfxtp_1,79,79
ha_1,114,114
nor2_1,456,178
a32oi_1,141,141
a21oi_1,174,170
clkbuf_1,1133,211
inv_1,134,134
nor2_4,0,276
a22oi_1,93,93
bufinv_16,0,63
a311oi_1,1441,1428
o21ai_0,126,111
nor3_2,1,96
nand3_1,2670,2660
nand4_1,150,150
a31oi_1,144,134
clkinv_2,0,148
clkinv_1,12,250
and3_1,718,718
mux2i_1,334,334
nand2_1,7735,7703
## metal layers
layer | GRT usage [%] | up-vias
li1 | - | 100757
met1 | 45.91 | 112150
met2 | 49.86 | 15748
met3 | 33.80 | 3145
met4 | 19.93 | 189
met5 | 8.338 | -
## through the flow
stage | cell area, um^2 | instances | power (W) | hold slack, ns
after floorplan | 354400 | 26630 | 0.002951 | 0.4379
after global placement | 372900 | 35431 | 0.003632 | 0.5010
after detailed placement | 372900 | 35432 | 0.003641 | 0.4827
after CTS | 400900 | 37060 | 0.005247 | 0.4978
after global routing | 401200 | 37189 | 0.005432 | 0.5308
final | 401400 | 37288 | 0.005289 | 0.4998
## logic make-up (layout without fill, tap and decap cells)
logic type,after synthesis,count (layout),share of synthesized area (%)
fa+ha+maj,116,116,0.4140
compound gates,2680,2680,6.100
flops,8783,8783,74.23
simple gates,12383,12383,15.11
xor+xnor,96,96,0.2374
other cells,2,282,0.002120
buf+inv,2070,3200,2.391
latches,19,19,0.08053
mux,429,429,1.433
No activity file was given, so power comes from the tool's default toggle rates.
